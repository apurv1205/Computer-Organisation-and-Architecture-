--- ./config.mk ---
export PLATFORM = sky130hd
export DESIGN_NAME = controller_gr10
export DESIGN_NICKNAME = controller_gr10
export VERILOG_FILES = /design/flow/design.v
export SDC_FILE = /design/flow/constraint.sdc
export NUM_CORES = 4
export LEC_CHECK = 1
export CORE_AREA = 10 10 100 100
export DIE_AREA = 0 0 110 110
--- ./run.sh ---
#!/bin/bash
# OpenROAD 26Q1-2900-gdf79404cd8, Yosys 0.63+post, stock flow scripts
make -C /OpenROAD-flow-scripts/flow DESIGN_CONFIG=/design/flow/config.mk WORK_HOME=/design/flow/orfs finish
--- ./design.v ---
module tb;
	reg [7:0] sw1;
	reg [7:0] sw2;
	reg clk;
	wire [15:0] Z;
	wire over;
	wire [4:0] state;
	topModule_group10 uut ( 
		.sw1(sw1), 
		.sw2(sw2), 
		.Z(Z), 
		.clk1(clk), 
		.over(over),.state(state)
	);
	initial begin
		sw1 = 1;
		sw2 = 1;
		clk = 0; 
		#100;
		  end
		always begin
		#2;
		clk=~clk;
		end
endmodule
module topModule_group10(input[15:0] sw1,input [15:0] sw2,output[15:0] Z,input clk1,output over,output[4:0] state
    );
integer count=0;
reg clk=0;
integer counter=0;
always @(posedge clk1)
begin
if(counter==1) begin
clk=~clk;
counter=0;
end
else
counter=counter+1;
end
reg go=0;
always@(posedge clk) begin
count=count+1;
if(count==1) begin
go=~go;
count =0;
end
end
wire x,y,z,ldcount,tcount,tsw1,ta,lda,tx,ldx,ty,ldy,tz,ldz,tb,ldb,tone,tsw2,bo;
wire[3:0] f;
datapath_group10 datapath(.clk(clk),.sw1(sw1),.sw2(sw2),.ldcount(ldcount),.tcount(tcount),.tsw1(tsw1),.ta(ta),.lda(lda),.ldx(ldx),.tx(tx),.ty(ty),.ldy(ldy),.tz(tz),.ldz(ldz),.tb(tb),.ldb(ldb),.tone(tone),.tsw2(tsw2),.f(f),.bo(bo),.Z(Z),.x(x),.y(y),.z1(z));
controller_gr10 controller(.state(state),.go(go),.clk(clk),.bo(bo),.over(over),.f(f),.ldcount(ldcount),.tcount(tcount),.tsw1(tsw1),.ta(ta),.lda(lda),.tx(tx),.ldx(ldx),.ty(ty),.ldy(ldy),.tz(tz),.ldz(ldz),.tb(tb),.ldb(ldb),.tone(tone),.tsw2(tsw2)
    ,.x(x),.y(y),.z(z));
endmodule
module register_1bit(output reg [15:0] rg,input[15:0] in,output reg[15:0] out,input t,input ld);
initial rg=0;
always@* begin
if(t==1) out=rg;
else out=0;
if(ld==1) rg=in;
end
endmodule
module register_3bit(input[15:0] in,output reg[15:0] out,input t,input ld);
reg [15:0] rg=0;
always@* begin
if(t==1) out=rg;
else out=0;
if(ld==1) rg=in;
end
endmodule
module register_16bit(input[15:0] in,output reg[15:0] out,input t,input ld);
reg[15:0] rg=0;
always@* begin
if(t==1) out=rg;
else out=0;
if(ld==1) rg=in;
end
endmodule
module datapath_group10(
    input clk,input[15:0] sw1,input[15:0] sw2,input ldcount,input tcount,input tsw1,input ta,input lda,input ldx,input tx,input ty,input ldy,input tz,input ldz,input tb,input ldb,input tone,input tsw2,input [3:0] f,output bo,output[15:0] Z,output[15:0] x,output[15:0] y,output[15:0] z1);
reg[15:0] X,Y;
wire[15:0] X1,X2,X3,X4,Y1,Y2,Y3,Y4,Y5;
always@(*)begin
X=X1|X2|X3|X4;
Y=Y1|Y2|Y3|Y4|Y5;
end 
register_16bit SW1(.in(sw1<<8),.out(X1),.ld(1),.t(tsw1));
register_16bit A(.in(Z),.out(X3),.ld(lda),.t(ta));
register_1bit one(.in(1),.out(X2),.ld(1),.t(tone));
register_1bit x1(.rg(x),.in(Z),.out(X4),.ld(ldx),.t(tx));
register_1bit y1(.rg(y),.in(Z),.out(Y1),.ld(ldy),.t(ty));
register_1bit z12(.rg(z1),.in(Z),.out(Y2),.ld(ldz),.t(tz));
register_16bit B(.in(Z),.out(Y3),.ld(ldb),.t(tb));
register_3bit count(.in(Z),.out(Y4),.ld(ldcount),.t(tcount));
register_16bit SW2(.in((sw2<<8)>>8),.out(Y5),.ld(1),.t(tsw2));
ALU_group10 ALU(.X(X),.Y(Y),.clk(clk),.Z(Z),.f(f),.bo(bo));
endmodule
module controller_gr10(input go,input clk,input bo,output reg over,output reg [3:0] f,output reg ldcount,output reg tcount,output reg tsw1,output reg ta,output reg lda,output reg tx,output reg ldx,output reg ty,output reg ldy,output reg tz,output reg ldz,output reg tb,output reg ldb,output reg tone,output reg tsw2
    ,input[15:0] x,input[15:0] y,input[15:0] z,output reg [4:0] state);
initial begin
 over=0;
state=0;
end
reg [2:0] xyz;
integer i=0;
always@(negedge clk)
begin
if(state==0)
begin
     if(go==1)
	     state=1;
	  else
        state=0;	  
end
else if(state==1)
begin
     if(go==1)
	     state=1;
	  else
        state=2;
end
else if(state==2)
begin
     if(go==1)
	     state=3;
	  else
        state=2;	  
end
else if(state==3)
begin
     if(go==1)
	     state=3;
	  else
        state=4;	  
end
else if(state==4)
begin
     if(go==1)
	     state=5;
	  else
        state=4;	  
end
else if(state==5)
begin
     if(go==1)
	     state=5;
	  else
        state=6;	  
end
else if(state==6)
begin
     if(go==1)
	     state=7;
	  else
        state=6;	  
end
else if(state==7)
begin
     if(go==1)
	     state=7;
	  else
        state=8;	  
end
else if(state==8)
begin
	xyz[0]=z[0];
	xyz[1]=y[0];
	xyz[2]=x[0];
     if(xyz==3)
	     state=9;
	  else if(xyz==1||xyz==2)
        state=10;
      else if(xyz==0||xyz==7)
        state=13;
     else if(xyz==5||xyz==6)
        state=11;
     else
        state=12;	  
end
else if(state==9)
begin
     state=13;	  
end
else if(state==10)
     state=13;
else if(state==11)
     state=13;
else if(state==12)
     state=13;	  
else if(state==13)
      state=14;
else if(state==14)
      state=15;
else if(state==15)
      state=16;
else if(state==16)
      state=17;
else if(state==17) state=18;
else if(state==18)
      begin
            if(bo==0)
				   state=8;
				else
               state=19;				
      end		
else
    state=19;
case(state)
0	:begin 
		ldcount=0;
		tcount= 0;
		tsw1=0;
		ta=0;
		lda=0;
		tx=0;
		ldx=0;
		ty=0;
		ldy=0;
		tz=0;
		ldz=0;
		tb=0;
		ldb=0;
		tone=0;
		tsw2=0;
		f=0;
		over=0;
		end 
1	:begin 
		ldcount=0;
		tcount= 0;
		tsw1=1;
		ta=0;
		lda=1;
		tx=0;
		ldx=0;
		ty=0;
		ldy=0;
		tz=0;
		ldz=0;
		tb=0;
		ldb=0;
		tone=0;
		tsw2=0;
		f=0;
		end	
2	:begin 
		ldcount=0;
		tcount= 0;
		tsw1=0;
		ta=0;
		lda=0;
		tx=0;
		ldx=0;
		ty=0;
		ldy=0;
		tz=0;
		ldz=0;
		tb=0;
		ldb=1;
		tone=0;
		tsw2=1;
		f=1;
		end		
3	:begin 
		ldcount=0;
		tcount= 0;
		tsw1=0;
		ta=0;
		lda=0;
		tx=0;
		ldx=1;
		ty=0;
		ldy=0;
		tz=0;
		ldz=0;
		tb=1;
		ldb=0;
		tone=0;
		tsw2=0;
		f=9;
		end
4	:begin 
	ldcount=0;
		tcount= 0;
		tsw1=0;
		ta=0;
		lda=0;
		tx=0;
		ldx=1;
		ty=0;
		ldy=0;
		tz=0;
		ldz=0;
		tb=1;
		ldb=0;
		tone=0;
		tsw2=0;
		f=9;
		end		
 5	:begin 
		ldcount=0;
		tcount= 0;
		tsw1=0;
		ta=0;
		lda=0;
		tx=0;
		ldx=0;
		ty=0;
		ldy=1;
		tz=0;
		ldz=0;
		tb=1;
		ldb=0;
		tone=0;
		tsw2=0;
		f=8;
		end
6	:begin 
		ldcount=0;
		tcount= 0;
		tsw1=0;
		ta=0;
		lda=0;
		tx=0;
		ldx=0;
		ty=0;
		ldy=0;
		tz=0;
		ldz=1;
		tb=0;
		ldb=0;
		tone=0;
		tsw2=0;
		f=12;
		end
7	:begin 
		ldcount=1;
		tcount= 0;
		tsw1=0;
		ta=0;
		lda=0;
		tx=0;
		ldx=0;
		ty=0;
		ldy=0;
		tz=0;
		ldz=0;
		tb=0;
		ldb=0;
		tone=0;
		tsw2=0;
		f=2;
		end
8	:begin 
		ldcount=0;
		tcount= 0;
		tsw1=0;
		ta=0;
		lda=0;
		tx=1;
		ldx=0;
		ty=0;
		ldy=0;
		tz=0;
		ldz=0;
		tb=0;
		ldb=0;
		tone=0;
		tsw2=0;
		f=0;
		end	
9	:begin 
		ldcount=0;
		tcount= 0;
		tsw1=0;
		ta=1;
		lda=0;
		tx=0;
		ldx=0;
		ty=0;
		ldy=0;
		tz=0;
		ldz=0;
		tb=1;
		ldb=1;
		tone=0;
		tsw2=0;
		f=6;
		end
10	:begin 
		ldcount=0;
		tcount= 0;
		tsw1=0;
		ta=1;
		lda=0;
		tx=0;
		ldx=0;
		ty=0;
		ldy=0;
		tz=0;
		ldz=0;
		tb=1;
		ldb=1;
		tone=0;
		tsw2=0;
		f=5;
		end	
11	:begin 
		ldcount=0;
		tcount= 0;
		tsw1=0;
		ta=1;
		lda=0;
		tx=0;
		ldx=0;
		ty=0;
		ldy=0;
		tz=0;
		ldz=0;
		tb=1;
		ldb=1;
		tone=0;
		tsw2=0;
		f=3;
		end
12	:begin 
		ldcount=0;
		tcount= 0;
		tsw1=0;
		ta=1;
		lda=0;
		tx=0;
		ldx=0;
		ty=0;
		ldy=0;
		tz=0;
		ldz=0;
		tb=1;
		ldb=1;
		tone=0;
		tsw2=0;
		f=4;
		end
13	:begin 
		ldcount=1;
		tcount= 1;
		tsw1=0;
		ta=0;
		lda=0;
		tx=0;
		ldx=0;
		ty=0;
		ldy=0;
		tz=0;
		ldz=0;
		tb=0;
		ldb=0;
		tone=1;
		tsw2=0;
		f=4;
		end	
14	:begin 
		ldcount=0;
		tcount= 0;
		tsw1=0;
		ta=0;
		lda=0;
		tx=0;
		ldx=1;
		ty=0;
		ldy=0;
		tz=0;
		ldz=0;
		tb=1;
		ldb=0;
		tone=0;
		tsw2=0;
		f=11;
		end
15	:begin 
		ldcount=0;
		tcount= 0;
		tsw1=0;
		ta=0;
		lda=0;
		tx=0;
		ldx=0;
		ty=0;
		ldy=1;
		tz=0;
		ldz=0;
		tb=1;
		ldb=0;
		tone=0;
		tsw2=0;
		f=10;
		end	
16	:begin 
		ldcount=0;
		tcount= 0;
		tsw1=0;
		ta=0;
		lda=0;
		tx=0;
		ldx=0;
		ty=0;
		ldy=0;
		tz=0;
		ldz=1;
		tb=1;
		ldb=0;
		tone=0;
		tsw2=0;
		f=9;
		end
17	:begin 
		ldcount=0;
		tcount= 0;
		tsw1=0;
		ta=0;
		lda=0;
		tx=0;
		ldx=0;
		ty=0;
		ldy=0;
		tz=0;
		ldz=0;
		tb=1;
		ldb=1;
		tone=0;
		tsw2=0;
		f=7;
		end		
18	:begin 
		ldcount=0;
		tcount= 1;
		tsw1=0;
		ta=0;
		lda=0;
		tx=0;
		ldx=0;
		ty=0;
		ldy=0;
		tz=0;
		ldz=0;
		tb=0;
		ldb=0;
		tone=1;
		tsw2=0;
		f=3;
		end
19	:begin 
		ldcount=0;
		tcount= 0;
		tsw1=0;
		ta=0;
		lda=0;
		tx=0;
		ldx=0;
		ty=0;
		ldy=0;
		tz=0;
		ldz=0;
		tb=1;
		ldb=0;
		tone=0;
		tsw2=0;
		f=1;
		over=1;
		end		
endcase
end
endmodule
--- ./constraint.sdc ---
current_design controller_gr10

set clk_period 4.9
set clk_io_pct 0.2

create_clock -name clk0 -period $clk_period [get_ports {clk}]

set non_clock_inputs [all_inputs -no_clocks]
set_input_delay [expr $clk_period * $clk_io_pct] -clock clk0 $non_clock_inputs
set_output_delay [expr $clk_period * $clk_io_pct] -clock clk0 [all_outputs]
==> notes.md <==
The worst reg2reg path endpoint was ldb. For reference, the critical path cell chain is buf_12 -> inv_12 -> ha_4 -> or4b_1 -> and4_4 -> o31a_1 -> o311ai_1 -> o211ai_1 -> nor4_2. The source of the worst hold timing path was state[1]. Entering global routing, the biggest net connects 21 pins.

The post-layout worst setup margin is -0.345 ns, and the insertion delay at the late pin of the worst-skew pair is 0.34 ns. The first detailed-routing pass ran for 4 iterations. The routability congestion estimate was 0.916; the initial antenna violation count was 0. The die is 110 um wide. The overall die size recorded for this design is 0.0121 mm^2. For this block, the routed nets add up to 4990 um of wire. The number of enable flip-flop cells was 16; the summed negative setup slack over all endpoints was -3.95 ns.

The floorplan report gives the top-level pin count as 76. STA shows the worst min-delay path finishing at f[1]. The timing report attributes the biggest portion of critical-path delay to simple AND/OR/NAND/NOR gates.

After detailed routing, no signal wire sits above met4. The number of global-route vias before repair is 1584. The instance area at placement came out at 0.00224 mm^2. The cell with the biggest individual delay on the critical path was sky130_fd_sc_hd__or4b_1. For the largest voltage drop on the vdd net, the log shows 0.0889 mV. In the final report, the number of pins over their slew limit comes to 0. The routed layout reports a DRC error count of 0. For the worst setup path, the data required time is 2.59 ns. The most critical min-delay path falls under reg -> reg.

The worst hold margin was 0.802 ns. The flow ran to the end, but the final reports show violations. The category of the most critical setup path was in -> reg. TritonCTS built the clock tree. Clock tree synthesis selected as its root buffer the cell sky130_fd_sc_hd__clkbuf_8.

Detailed routing inserted a total of 1682 vias. The tools report the hold buffer count at CTS as 0. Once layout is done, the placed cells without fillers occupy 0.00262 mm^2. After synthesis, the share of flip-flops with an asynchronous set or reset is 0%. The mapped netlist covers 0.00146 mm^2. The tools report the count of clock tree sinks as 21. For the pin with the worst max-slew slack, the measured transition is 0.575 ns.

With the overflow left after global routing at 0, the number of synthesized register bits is 21. The worst setup path is launched from an input pin. The cell count of the worst hold path was 2.

Setup repair after global routing could not meet its margin everywhere. A synthesized cell averages 8.72 um^2. For reference, the final report shows the hold violation count at 0. For the clock skew, the log shows 0.0154 ns. Endpoints with negative setup slack in the final report add up to 17. With the synthesized instance count at 167, the die outline height is 110 um. Element type at the critical path end: a flop.

The most used flip-flop cell after synthesis is sky130_fd_sc_hd__edfxtp_1. The clock-pin slew on the worst setup and hold paths is 0.05 ns. Per the cell usage report, the commonest logic cell in the layout is sky130_fd_sc_hd__buf_4. The area growth from synthesis to final layout works out to 79.6%. The average wire per standard cell was 13.3 um. In this run the static leakage power is 1.14 nW.

The total length of routed met2 wires came out at 2240 um. Per the cell usage report, the commonest logic cells after layout are sky130_fd_sc_hd__buf_4 (44), sky130_fd_sc_hd__inv_1 (25), sky130_fd_sc_hd__clkdlybuf4s50_1 (23), sky130_fd_sc_hd__conb_1 (17), sky130_fd_sc_hd__edfxtp_1 (16). Per the synthesis report, the number of distinct cell types is 51.

In this run the power density over the cells is 176 mW/mm^2. The normalized max-slew margin came out at 61.6%. The worst register-to-register path depth is 10.

The register-to-register path setup slack is 2.50 ns. The startpoint of the worst-slack reg-to-reg timing path was state[1]. Per the CTS log, the buffer count on the longest clock path is 2. The region available for standard cell placement spans 0.00781 mm^2. In the per-layer breakdown of the detailed-route log, met1 shows 2240 um.

The critical path contains buffers and inverters numbering 2 combined. The tools report the tally of yosys warning messages as 1. The DRC marker count from the first detailed-route iteration is 117, and the global-route wire length before repair is 7880 um. Across the run, the number of max-cap violations was 0. The logs give 167 for the number of cells in the yosys synthesis report and 1 for the H-tree level count.

The proportion of layout cells with a drive suffix above 1 is 34.2%, and the total tool warning count is 97. The delay of the slowest cell on the worst path was 0.49 ns; the number of antenna repair diodes was 0. The share of the Yosys chip area taken by registers is 39.9%.

The CTS buffer count is 3. The initial utilization of the core area, before any placement, comes to 18.7%. The final reports fail on setup timing. The multi-input combinational cells in the finished layout cover a total of 990 um^2. The HPWL after detailed placement is 3670 um. The highest net fanout along the worst path is 3.

The area taken by flip-flops and latches is 581 um^2. The tools report the synthesis area per yosys as 0.00146 mm^2. Global routing used 8.09% of the available tracks. With the post-route antenna net violation count at 0, the filler cell count is 792. For the worst setup path, the data arrival time is 2.94 ns. Input and output buffers added on the ports amount to 28. In this run the core area contains 32 standard-cell rows. The total length of routed met3 wires was 500 um; the post-detailed-route via-to-cell ratio was 4.50.
-- what timing repair did --
item	in CTS	in global routing
pin swaps	8	13
endpoints found under the hold margin	0	0
setup buffers	9	5
setup endpoints to repair	19	18
resized	20	35
-- state kept, by name (all words and copies together), names as in the netlist --
register / cells
state: 5
tb: 1
ldz: 1
ldx: 1
tx: 1
over: 1
ldcount: 1
ta: 1
tsw1: 1
tcount: 1
ldy: 1
tsw2: 1
ldb: 1
f: 4
-- report_power, final --
| group | switching [mW] | internal, mW |
|---|---|---|
| Combinational | 0.0105 | 0.0197 |
| Sequential | 0.00145 | 0.198 |
| Clock | 0.0986 | 0.131 |
-- cell families after synthesis --
kind of cell	Yosys count	synth area share (%)
buffers and inverters	24	7.47
AOI/OAI and AO/OA	55	26.5
and+or+nand+nor	61	22.2
adders and majority gates	4	3.44
DFF	21	39.9
other	2	0.516
-- worst max path at each step --
stage	from	slack [ns]	end	depth (start not counted)
finish	z[0]	-0.34	tcount	9
global route	z[0]	-0.40	tcount	9
CTS	z[0]	-0.42	ldcount	9
-- cells in the mapped netlist, types with 2 or more instances --
library cell               count  area share (%)
sky130_fd_sc_hd__edfxtp_1     16              33
sky130_fd_sc_hd__nand2_1      15             3.9
sky130_fd_sc_hd__nor2_1       11             2.8
sky130_fd_sc_hd__a21oi_1       9             3.1
sky130_fd_sc_hd__inv_1         9             2.3
sky130_fd_sc_hd__nand3_1       9             3.1
sky130_fd_sc_hd__o21ai_0       7             2.4
sky130_fd_sc_hd__clkbuf_1      5             1.3
sky130_fd_sc_hd__dfxtp_1       5             6.9
sky130_fd_sc_hd__nor3_1        5             1.7
sky130_fd_sc_hd__o211ai_1      5             2.6
sky130_fd_sc_hd__buf_4         4             2.1
sky130_fd_sc_hd__ha_1          4             3.4
sky130_fd_sc_hd__nor2b_1       4             1.7
sky130_fd_sc_hd__a31oi_1       3             1.3
sky130_fd_sc_hd__buf_2         3             1.0
sky130_fd_sc_hd__inv_2         3            0.77
sky130_fd_sc_hd__nor3b_1       3             1.5
sky130_fd_sc_hd__o21a_1        3             1.5
sky130_fd_sc_hd__a211oi_1      2             1.0
sky130_fd_sc_hd__a221oi_1      2             1.2
sky130_fd_sc_hd__a22oi_1       2             1.0
sky130_fd_sc_hd__and2_1        2            0.86
sky130_fd_sc_hd__conb_1        2            0.52
sky130_fd_sc_hd__nand4_1       2            0.86
sky130_fd_sc_hd__o21ai_1       2            0.69
sky130_fd_sc_hd__o21bai_1      2             1.0
sky130_fd_sc_hd__o22ai_1       2            0.86
sky130_fd_sc_hd__o311ai_1      2             1.2
sky130_fd_sc_hd__o31ai_1       2             1.0
sky130_fd_sc_hd__o32ai_1       2             1.2
-- final cells by class --
cell class / count / area share, %
Sequential cell: 21 / 22.2
Multi-Input combinational cell: 137 / 37.8
Clock inverter: 22 / 4.16
Clock buffer: 3 / 1.58
Timing Repair Buffer: 78 / 26.9
Tap cell: 102 / 4.88
Inverter: 11 / 2.44
-- per-layer routing --
metal	track usage, %	up-vias
met5	0	-
met4	1.49	0
met3	1.94	2
met2	12.1	67
met1	11.8	784
li1	-	829
-- worst register-to-register path: stages, from the launching register on --
cell and delay [ns]:
sky130_fd_sc_hd__dfxtp_1 0.30, sky130_fd_sc_hd__buf_4 0.21, sky130_fd_sc_hd__nor3_1 0.41, sky130_fd_sc_hd__and4_4 0.29, sky130_fd_sc_hd__o31a_1 0.21, sky130_fd_sc_hd__buf_4 0.15
sky130_fd_sc_hd__buf_6 0.10, sky130_fd_sc_hd__inv_8 0.04, sky130_fd_sc_hd__o21ai_4 0.08, sky130_fd_sc_hd__a21oi_1 0.07, sky130_fd_sc_hd__nor4_1 0.33
-- per-stage QoR --
step / setup slack (ns) / power [mW] / util, % / std cells
after floorplan: -0.381 / 0.236 / - / 182
after global placement: -1.12 / 0.258 / 28.7 / 342
after detailed placement: -1.14 / 0.259 / 28.7 / 342
after CTS: -0.424 / 0.470 / 31.8 / 373
after global routing: -0.400 / 0.502 / 33.5 / 374
final: -0.345 / 0.459 / 33.5 / 374
Power and IR drop assume default switching activity.
